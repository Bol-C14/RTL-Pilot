### flow/run.sh
#!/bin/bash
# OpenROAD 26Q1-2900-gdf79404cd8, Yosys 0.63+post, stock flow scripts
make -C /OpenROAD-flow-scripts/flow DESIGN_CONFIG=/design/flow/config.mk WORK_HOME=/design/flow/orfs finish
### flow/config.mk
export PLATFORM = sky130hd
export DESIGN_NAME = sync_fifo
export DESIGN_NICKNAME = sync_fifo
export VERILOG_FILES = /design/flow/design.v
export SDC_FILE = /design/flow/constraint.sdc
export NUM_CORES = 4
export LEC_CHECK = 1
export CORE_UTILIZATION = 50
### flow/constraint.sdc
current_design sync_fifo

set clk_period 4.4
set clk_io_pct 0.2

create_clock -name clk0 -period $clk_period [get_ports {clk}]

set non_clock_inputs [all_inputs -no_clocks]
set_input_delay [expr $clk_period * $clk_io_pct] -clock clk0 $non_clock_inputs
set_output_delay [expr $clk_period * $clk_io_pct] -clock clk0 [all_outputs]
### flow/design.v
module sync_fifo #(
    parameter DATA_WIDTH = 8,
    parameter FIFO_DEPTH = 16,
    parameter ADDR_WIDTH = $clog2(FIFO_DEPTH)
) (
    input  wire                  clk,
    input  wire                  rst_n,
    input  wire                  wr_en,
    input  wire [DATA_WIDTH-1:0] wr_data,
    output wire                  full,
    output wire                  almost_full,
    input  wire                  rd_en,
    output wire [DATA_WIDTH-1:0] rd_data,
    output wire                  empty,
    output wire                  almost_empty,
    output wire [ADDR_WIDTH:0]   count
);
    reg [DATA_WIDTH-1:0] memory [0:FIFO_DEPTH-1];
    reg [ADDR_WIDTH:0] wr_ptr;
    reg [ADDR_WIDTH:0] rd_ptr;
    wire wr_enable, rd_enable;
    wire [ADDR_WIDTH-1:0] wr_addr, rd_addr;
    assign wr_enable = wr_en && !full;
    assign rd_enable = rd_en && !empty;
    assign wr_addr = wr_ptr[ADDR_WIDTH-1:0];
    assign rd_addr = rd_ptr[ADDR_WIDTH-1:0];
    assign count = wr_ptr - rd_ptr;
    assign empty = (count == 0);
    assign full = (count == FIFO_DEPTH);
    assign almost_empty = (count == 1);
    assign almost_full = (count == (FIFO_DEPTH - 1));
    always @(posedge clk or negedge rst_n) begin
        if (!rst_n) begin
            wr_ptr <= 0;
        end else if (wr_enable) begin
            memory[wr_addr] <= wr_data;
            wr_ptr <= wr_ptr + 1;
        end
    end
    always @(posedge clk or negedge rst_n) begin
        if (!rst_n) begin
            rd_ptr <= 0;
        end else if (rd_enable) begin
            rd_ptr <= rd_ptr + 1;
        end
    end
    assign rd_data = memory[rd_addr];
endmodule
==> reports/summary.txt <==
Fp_density - 0.512
Crit path from - rd_ptr[1]
Synthesized area per cell - 15.2 µm²
Fillers - 861
Post-CTS setup buffers - 0
Startpoint type of the worst setup path - register
CTS tree - yes
Placement Rows - 39
CP Depth - 8
Worst R2R Path Depth - 9
Core box area - 11400 µm²
CTS Buf Count - 17
Final HPWL DP - 8.08 mm
Length of the first detailed-routing pass in iterations - 5
RSZ-0062 raised after global routing - false
Post-synthesis sequential area ratio - 0.701
FF+latch count, synth - 138
First-pass GRT wire length - 20.0 mm
Top area cell types - edfxtp_1, dfrtp_1, a22oi_1
Dominant cell type by area after synthesis - edfxtp_1
Critical path's slowest cell - dfrtp_1
OpenROAD warning count - 31
Iter 0 DRT Violations - 267
Status - complete, no violations
Worst slew margin - 0.450
Crit. End Element - output pin
Worst EP arrival - 3.12 ns
WS Path Type - register to output pin
Chip Area - 12100 µm²
Main flop type after synthesis - edfxtp_1
Most instantiated logic cell after routing - edfxtp_1
Reg2Reg Setup Slack - 0.94 ns
CP cell instances - inv_1, ha_1, buf_4, a222oi_1, a21oi_1, a2111oi_0, nor3_1, clkdlybuf4s50_1
RePlAce Congestion - 0.820
Ys async rst share - 0.0725
Tcrit/Tclk final - 0.909
Setup TNS - 0 ns
Final setup viols - 0
Maxcap violations - 0
Hold Buf Count CTS - 0
Final Hold Violation Tally - 0
Tot GR Track Use - 0.253
DRC Markers - 0
YS warnings - 2
WL per Instance - 21.9 µm
Clk slew on worst S/H paths - 0.06 ns
Yosys cell count - 383
Util after Layout - 0.617
Cell Type Count - 56
Crit-path max FO - 14
Slew @ Worst Pin - 0.824 ns
IO Count - 29
Final Non-Filler Cells - 590
Placed cell count - 558
CTS resizes - 0
Leak - 2.39 nW
Setup crit end - rd_data[6]
DR vias - 3523
Crit path buffers/inverters - 3
Maximum vdd ir drop - 0.000427 V
Flip-flops with a built-in enable - 128
PnR Total Power - 5.15 mW
Depth of the CTS H-tree - 4
Reg-to-Reg End - memory[6][2]
Vias in the first global route - 3662
Worst Hold Class - register to register
Largest net degree at the start of global routing - 31
Initial antenna violation count - 0
Fin crit period - 4.00 ns
Mapped Cells - 383
Top cell area share - 0.658
Yosys chip area - 5840 µm²
DIE HEIGHT - 110 µm
Root buf cell - clkbuf_16
Fraction of layout cells with a size suffix above 1 - 0.210
CP peak stage delay - 0.46 ns
Area grow syn2layout - 20.6%
Port Buf Inserts - 28
Required time worst endpoint - 3.52 ns
Clk ins delay skew pair - 0.40 ns
Final Max Tran Viols - 0
Max Freq - 250 MHz
Clock Tree Buf Depth - 2
Synthesized area - 5840 µm²
Die Width - 110 µm
Power Dens Cells - 731 nW/µm²
Critical register-to-register path startpoint - wr_ptr[0]
Antenna Nets Post-Route - 0
Global route overflow - 0
Drt via density - 5.97
Setup Skew - 0.00755 ns
Ant diodes - 0
Detailed Route WL - 12.9 mm
Most frequent logic cells in the routed design - edfxtp_1, clkdlybuf4s50_1, buf_4
TritonCTS Sinks - 138
Top delay family on crit path - AND-OR/OR-AND gates
[worst reg2reg max path: stages, from the launching register on]
cell and delay, ns:
dfrtp_1 0.44, inv_1 0.12, ha_1 0.23, fa_1 0.39, nand2b_1 0.17, a21oi_2 0.23, xor2_4 0.34, o21ai_4 0.26
nor4b_2 0.71, buf_4 0.29
[layout make-up]
cell class / instances / area [µm²] / area share
Sequential cell: 138 / 4090 / 0.581
Multi-Input combinational cell: 209 / 1640 / 0.232
Timing Repair Buffer: 56 / 490 / 0.0696
Clock buffer: 19 / 433 / 0.0615
Tap cell: 143 / 179 / 0.0254
Clock inverter: 13 / 166 / 0.0236
Inverter: 12 / 45.0 / 0.00640
[sequential cells by signal, indices dropped and copies added, names as in the netlist]
register	count
memory	128
rd_ptr	5
wr_ptr	5
[report_power, final]
group          switching, mW  internal [mW]
clock                  0.517          0.897
combinational           1.13          0.938
sequential             0.118           1.55
total                   1.76           3.38
[layer usage]
| layer | routed length, µm | GRT usage | up-vias |
|---|---|---|---|
| met5 | 0 | 0 | - |
| met3 | 1520 | 0.137 | 10 |
| li1 | - | - | 1642 |
| met4 | 119 | 0.0286 | 0 |
| met1 | 5390 | 0.391 | 1713 |
| met2 | 5880 | 0.360 | 158 |
[kinds of logic (layout without fill, tap and decap cells)]
kind of cell               after synthesis  count (layout)  share of synthesized area
AOI/OAI and AO/OA                       91              91                      0.122
adders and majority gates               13              13                     0.0291
xor gates and xnor gates                11              11                     0.0210
buffers and inverters                   36             100                     0.0255
DFF                                    138             138                      0.701
and+or+nand+nor                         86              86                     0.0861
muxes                                    8               8                     0.0150
[how the worst min path moves through the flow]
stage	start	end	slack, ns	cells past startpoint
4_1_cts	wr_ptr[4]	wr_ptr[4]	0.52	1
5_1_grt	wr_ptr[4]	wr_ptr[4]	0.55	1
6_report	rd_ptr[4]	rd_ptr[4]	0.52	1
[synth_stat cells (3+ instances only)]
library cell and count:
mux2_2 6, a22oi_1 23, edfxtp_1 128, buf_2 5, xnor2_1 4, nor3_1 4, clkbuf_1 13, inv_1 11
a31oi_1 8, a22o_1 3, xor2_1 5, a222oi_1 9, nor3_2 8, buf_1 5, a221oi_1 8, a21oi_1 16
ha_1 12, nand3_1 17, nand2_1 17, dfrtp_1 10, and3_1 4, o21ai_0 3, nor2_1 16, nor4_1 6
nor4b_1 3
[metrics by stage]
step / cell area, µm² / worst slack (ns) / hold slack [ns]
after floorplan: 5840 / 1.07 / 0.493
after global placement: 6440 / 0.902 / 0.513
after detailed placement: 6440 / 0.826 / 0.517
after CTS: 7040 / 0.376 / 0.525
after global routing: 7040 / 0.198 / 0.547
final: 7040 / 0.399 / 0.523
No activity file was given, so power comes from the tool's default toggle rates.
