==> flow/design.v <==
module simple_adder (
    input  wire [3:0] a,
    input  wire [3:0] b,
    input  wire       cin,
    output wire [3:0] sum,
    output wire       cout
);
    wire [4:0] carry;
    assign carry[0] = cin;
    genvar i;
    generate
        for (i = 0; i < 4; i = i + 1) begin : adder_gen
            full_adder fa_inst (
                .a(a[i]),
                .b(b[i]),
                .cin(carry[i]),
                .sum(sum[i]),
                .cout(carry[i+1])
            );
        end
    endgenerate
    assign cout = carry[4];
endmodule
module full_adder (
    input  wire a,
    input  wire b,
    input  wire cin,
    output wire sum,
    output wire cout
);
    assign sum = a ^ b ^ cin;
    assign cout = (a & b) | (a & cin) | (b & cin);
endmodule
==> flow/run.sh <==
#!/bin/bash
# OpenROAD 26Q1-2900-gdf79404cd8, Yosys 0.63+post, stock flow scripts
make -C /OpenROAD-flow-scripts/flow DESIGN_CONFIG=/design/flow/config.mk WORK_HOME=/design/flow/orfs finish
==> flow/config.mk <==
export PLATFORM = sky130hd
export DESIGN_NAME = simple_adder
export DESIGN_NICKNAME = simple_adder
export VERILOG_FILES = /design/flow/design.v
export SDC_FILE = /design/flow/constraint.sdc
export NUM_CORES = 4
export LEC_CHECK = 1
export CORE_AREA = 10 10 70 70
export DIE_AREA = 0 0 80 80
==> flow/constraint.sdc <==
current_design simple_adder

set clk_period 2.2
set clk_io_pct 0.2

create_clock -name clk0 -period $clk_period

set non_clock_inputs [all_inputs -no_clocks]
set_input_delay [expr $clk_period * $clk_io_pct] -clock clk0 $non_clock_inputs
set_output_delay [expr $clk_period * $clk_io_pct] -clock clk0 [all_outputs]
==> results.py <==
# Auto-generated metrics
metrics = {
    "sta": {
        "max_clock_freq_mhz": 395.7,
        "finalHoldViolCount": 0,
        "worstMarginPinSlew_ns": 0.1099,
        "timing.final.max_slew_violations": 0,
        "finalSetupViolations": 2,
        "crit_path_setup_slack_layout_ns": -0.3274,
        "finalCritPeriodShare_pct": 114.9,
        "final_period_minus_worst_setup_slack_ns": 2.527,
        "grt_setup_unrepaired": "true",
        "worst_slew_margin_rel_pct": 92.65,
        "whs_ns": 1.513,
    },
    "finish": {
        "drive_gt1_share_pct": 50.00,
        "ff_count": 0,
        "area.growth.synth_to_final_pct": 111.9,
        "register_area_um2": 0,
        "layout.clock_buffers": 0,
        "final-comb-area_um2": 87.58,
        "fin_cells": 74,
        "filler_cell_count": 404,
        "layout.core_utilization_pct": 9.158,
    },
    "worst_setup_path": {
        "crit_start": "cin",
        "worst_setup_path_start_kind": "input port",
        "cp-end-kind": "output pin",
        "crit_path_max_fanout": 1,
        "critPathCapture": "sum[3]",
        "worst-endpoint-arrival_ns": 2.09,
        "critPathRequiredTime_ns": 1.76,
        "crit_path_kind": "in -> out",
    },
    "synthesis": {
        "yosys.area_share.xor_xnor_pct": 0,
        "synth.comb.largest_family": "adder cells",
        "synth_stat.cells": 18,
        "syn_area_cell_um2": 8.202,
        "synth_top_area_share_pct": 54.24,
        "synth.yosys.chip_area_um2": 147.6,
        "yosys.cell_count.top_type": "sky130_fd_sc_hd__inv_1",
        "synthAdderAreaFrac_pct": 54.24,
        "synth_cells": 18,
        "synth.top_cells.by_area": "sky130_fd_sc_hd__fa_1 (54%), sky130_fd_sc_hd__inv_1 (25%), sky130_fd_sc_hd__buf_4 (20%)",
        "netlist_top_cells_count": "sky130_fd_sc_hd__inv_1 (10), sky130_fd_sc_hd__buf_4 (4), sky130_fd_sc_hd__fa_1 (4)",
        "yosys.cell_types.count": 3,
        "synth.area.mux_share_pct": 0,
        "yosysTopAreaCell": "sky130_fd_sc_hd__fa_1",
        "synth.yosys.seq_area_share_pct": 0,
        "ys_warn_count": 0,
        "yosys.area_share.simple_pct": 0,
        "post_synthesis_compound_gate_area_fraction_pct": 0,
        "netlist_area_um2": 147.6,
    },
    "global_route": {
        "grt_util_all_layers_pct": 1.439,
        "grt_antenna_before_repair": 0,
        "globalRouteOverflowTotal": 0,
        "global_route_wire_length_before_repair_um": 696,
        "grt_start_max_net_pins": 2,
        "first_global_vias": 135,
    },
    "drt": {
        "route.antenna.diode_count": 0,
        "antenna_left": 0,
        "drt-total-wl_um": 505,
        "post_drt_via_cell_ratio": 1.662,
        "firstDrtPassIters": 1,
        "drcViolationCount": 0,
        "first_iter_violations": 0,
        "drt-wirelength-per-cell_um": 6.824,
        "via_count": 123,
    },
    "pwr": {
        "max-vdd-ir-drop_uv": 20.77,
        "pwr_density_cell_mw_per_mm2": 187.6,
        "cellLeakagePower_nw": 0.1405,
        "totalPowerFinal_w": 0.00005868,
    },
    "place": {
        "dpl.cell_count": 74,
        "numPortBuffers": 14,
        "placed_wire_length_estimate_um": 513.4,
        "place_congestion": 0.6611,
    },
    "cts": {
        "post-cts-setup-buffers": 0,
        "cts_hold_repair.buffers": 0,
    },
    "floorplanning": {
        "fp_util_pct": 4.322,
        "chipHeight_um": 80,
        "die-width_um": 80,
        "fp.coreArea_mm2": 0.003416,
        "io_pins": 14,
        "chipArea_mm2": 0.006400,
        "floorplan.rows": 21,
    },
    "min_path": {
        "hold_path_class": "in -> out",
    },
    "outcome": {
        "run_status": "finished, violations left",
        "violations": "negative setup slack",
    },
    "run": {
        "drv.max_cap_violation_count": 0,
        "tool_warnings": 35,
    },
}
cell usage in the layout (no fill, tap or decap):
master / synthesis / final
sky130_fd_sc_hd__inv_2: 0 / 3
sky130_fd_sc_hd__inv_4: 0 / 2
sky130_fd_sc_hd__inv_1: 10 / 5
sky130_fd_sc_hd__fa_2: 0 / 3
sky130_fd_sc_hd__fa_1: 4 / 1
sky130_fd_sc_hd__clkbuf_2: 0 / 1
sky130_fd_sc_hd__buf_6: 0 / 3
sky130_fd_sc_hd__buf_2: 0 / 2
sky130_fd_sc_hd__dlygate4sd2_1: 0 / 3
sky130_fd_sc_hd__clkdlybuf4s50_1: 0 / 5
critical path, cell delays in order:
cell,delay [ns]
sky130_fd_sc_hd__buf_6,0.09
sky130_fd_sc_hd__inv_4,0.04
sky130_fd_sc_hd__fa_2,0.19
sky130_fd_sc_hd__inv_2,0.04
sky130_fd_sc_hd__fa_2,0.33
sky130_fd_sc_hd__fa_2,0.34
sky130_fd_sc_hd__inv_2,0.06
sky130_fd_sc_hd__fa_1,0.40
sky130_fd_sc_hd__inv_1,0.07
sky130_fd_sc_hd__buf_2,0.09
where the power goes:
group	internal, W	switching (W)	leakage, nW	total (W)
clock network	0	0	0	0
logic	0.0000375	0.0000212	0.141	0.0000587
registers	0	0	0	0
metal layers:
layer	wire, um	GRT usage, %
met5	0	0
met4	0	0
met3	101	1.250
met2	234	2.408
met1	170	1.404
cell type report:
type               instances  area share, %
multi-input cells          4          28.00
inverters                 10          13.60
repair buffers            14          40.00
well taps                 46          18.40
timing repair:
item                       in CTS  in global routing
pin swaps                       4                  3
setup endpoints to repair       5                  3
resized                        31                  2
cloned                          0                  0
cell families (layout without fill, tap and decap cells):
kind of cell	count (synthesis)	after routing
buffers and inverters	14	24
adder cells (fa/ha/maj)	4	4
metrics by stage:
| step | setup WS [ns] | cell area, um^2 | TNS (ns) |
|---|---|---|---|
| global placement | -1.046 | 320.3 | -3.511 |
| global route | -0.3914 | 312.8 | -0.6301 |
| detailed placement | -1.061 | 320.3 | -3.580 |
| floorplan | -0.1821 | 152.6 | -0.1821 |
| finish | -0.3274 | 312.8 | -0.4570 |
| CTS | -0.4019 | 316.6 | -0.7803 |
how the worst min path moves through the flow:
stage | depth (start not counted) | slack [ns] | startpoint | endpoint
4_1_cts | 3 | 1.51 | b[1] | sum[1]
5_1_grt | 3 | 1.56 | b[1] | sum[1]
6_report | 3 | 1.51 | b[1] | sum[1]
Power is estimated from default activity; no workload was simulated.
